==> ./design.v <==
module pe ( clk,reset,a,b,c,x,y,z,u);
input  signed [15:0]a,b,c,x,y,z;
input clk;
input reset;
reg pre;
reg [1:0] state;
output  reg signed [31:0] u;
initial
begin
state=4'b00;
u=0;
end
always @(posedge clk)
begin
if(reset==1)
u=0;
else
begin 
u=(a*x)+(b*y)+(c*z);
end
end
endmodule
module wxpe(clk,reset,d1,d2,d3,e1,e2,e3,f1,f2,f3,p1,p2,p3,s1,s2,s3);
input clk, reset;
input signed [15:0] d1,d2,d3,e1,e2,e3,f1,f2,f3,p1,p2,p3;
output signed [31:0] s1,s2,s3;
pe pe1(.clk(clk),
          .reset(reset), 
		.a(d1), .b(d2),.c(d3),
		.x(p1),.y(p2),.z(p3),.u(s1)); 
pe pe2(.clk(clk),
          .reset(reset), 
		.a(e1), .b(e2),.c(e3),
		.x(p1),.y(p2),.z(p3),.u(s2)); 
pe pe3(.clk(clk),
          .reset(reset), 
		.a(f1), .b(f2),.c(f3),
		.x(p1),.y(p2),.z(p3),.u(s3)); 
endmodule
==> ./run.sh <==
#!/bin/bash
# OpenROAD 26Q1-2900-gdf79404cd8, Yosys 0.63+post, stock flow scripts
make -C /OpenROAD-flow-scripts/flow DESIGN_CONFIG=/design/flow/config.mk WORK_HOME=/design/flow/orfs finish
==> ./config.mk <==
export PLATFORM = sky130hd
export DESIGN_NAME = wxpe
export DESIGN_NICKNAME = wxpe
export VERILOG_FILES = /design/flow/design.v
export SDC_FILE = /design/flow/constraint.sdc
export NUM_CORES = 4
export LEC_CHECK = 1
export CORE_UTILIZATION = 40
==> ./constraint.sdc <==
current_design wxpe

set clk_period 23.9
set clk_io_pct 0.2

create_clock -name clk0 -period $clk_period [get_ports {clk}]

set non_clock_inputs [all_inputs -no_clocks]
set_input_delay [expr $clk_period * $clk_io_pct] -clock clk0 $non_clock_inputs
set_output_delay [expr $clk_period * $clk_io_pct] -clock clk0 [all_outputs]
==> job_summary.md <==
### Yosys + OpenROAD results

| Metric | Value |
|---|---|
| Post-synth top flop | `dfxtp_1` |
| CP max stage cell | `nand2_1` |
| Post-Route WL | `264 mm` |
| Busiest grt layer | `met2` |
| CTS tree | `built` |
| WS Path Type | `input pin to flop` |
| Core Density at Floorplan | `0.404` |
| Top cells by area | `fa_1 59%, inv_1 13%, ha_1 8.0%, and2_1 6.8%, nand2_1 4.8%` |
| CP startpoint | `p3[1]` |
| Num CTS Buffers | `9` |
| Number of stages on the worst setup path | `26` |
| Critical path arrival | `14150 ps` |
| Die Span X | `slightly below 500 um` |
| DP Worst Slack | `between 9000 and 10000 ps` |
| Yosys Instances | `9843` |
| Vias | `62018` |
| Flops & latches, synth | `96` |
| Final setup TNS | `0 ps` |
| Number of global-route vias before repair | `71404` |
| Vias per inst | `4.79` |
| Wire per inst | `a little over 20 um` |
| Area Growth Syn to Fin | `7.17%` |
| Core Area | `0.228 mm^2` |
| Ports | `290` |
| Hold Vio Cnt, Final | `0` |
| Crit path capture type | `flop` |
| Slew Viols, Final | `0` |
| Min-delay worst type | `input pin to flop` |
| PortBufs | `between 200 and 300` |
| Met2 usage | `0.427` |
| Layout filler cell count | `~22000` |
| CP Capture Point | `pe2.u[30]` |
| Period utilization | `0.577` |
| Area leader share | `0.585` |
| Tool warnings | `28` |
| Total GRT Usage | `0.259` |
| Startpoint types | `input pin` |
| Setup bufs post-CTS | `0` |
| Synth Cell Area | `0.0922 mm^2` |
| Clock Path Buffers | `2` |
| Max Clock Freq | `about 73 MHz` |
| # rows | `175` |
| Top delay family on crit path | `adder cells` |
| Most frequent cell on the critical path | `fa_1` |
| RSZ-0062 raised after global routing | `false` |
| GR Util met1 | `0.308` |
| Layout Cell Area excl Fill | `0.0988 mm^2` |
| Clock transition at path regs | `130 ps` |
| Total gr overflow | `0` |
| Met3 Use GR | `0.118` |
| Pre-antenna DRT Iters | `5` |
| CTS Hold Bufs | `0` |
| Final WS setup | `10120 ps` |
| Syn_area_per_cell | `approximately 9.4 um^2` |
| Resize count post-CTS | `0` |
| Post-synth ARST share | `0` |
| Actual slew at the worst max-slew pin | `roughly 1100 ps` |
| Ys Warns | `1` |
| YS chip area | `0.0922 mm^2` |
| Number of DRC markers in iteration 0 | `a little over 2000` |
| Die area | `0.232 mm^2` |
| Maxcap violations | `0` |
| Post-synth top area cell | `fa_1` |
| DP HPWL | `234 mm` |
| Initial antenna violation count | `34` |
| Setup violators final | `0` |
| Clock root buffer | `clkbuf_16` |
| GP Congestion | `1.01` |
| Most common cell in the netlist | `inv_1` |
| Buf/Inv on CP | `7` |
| # H-tree levels | `3` |
| Crit path DRT | `roughly 24000 ps` |
| Yosys cell types | `66` |
| Flip-flops with a built-in enable | `0` |
| Post-DP Area | `0.0984 mm^2` |
| Highest cell delay on the worst timing path | `860 ps` |
| Placed insts | `12923` |
| Crit path max fanout | `46` |
| Syn Inst Count | `9843` |
| Global-route wire length before repair | `419 mm` |
| Vert. Die Dim | `482 um` |
| Antenna-violating nets left | `0` |
| # DRC | `0` |
| Synth Seq Share | `0.0209` |
| Post-synth top cells | `3124 x inv_1, 2695 x fa_1, 1188 x nand2_1` |
| Slew headroom | `0.232` |
| Largest net degree at the start of global routing | `50` |
| Layout cells sized above 1 | `0.0268` |
| Layout Cells excl Fill | `12956` |
| Outcome | `finished clean` |
| Sink Count | `96` |
| Post-route minimum period | `13780 ps` |
worst min path at each step:
stage,endpoint,slack (ps),from,cells past startpoint
after CTS,pe2.u[27],4690,reset,2
after global routing,pe2.u[31],4740,reset,2
final,pe2.u[27],4750,reset,2
kinds of logic after synthesis:
logic type                 Yosys count  synth area share
xor gates and xnor gates           170            0.0162
and+or+nand+nor                   2535             0.136
adders and majority gates         3283             0.665
muxes                                6          0.000774
DFF                                 96            0.0209
buffers and inverters             3520             0.143
AOI/OAI and AO/OA                  233            0.0174
per-stage QoR:
step | util | hold WS, ps
floorplan | - | 5040
global placement | 0.431 | 5250
detailed placement | 0.431 | 5260
CTS | 0.433 | 4690
global route | 0.433 | 4740
finish | 0.433 | 4750
cells in the final DEF, fill, tap and decap left out, types with 9 or more instances in the layout:
master              n
buf_2              47
a31oi_1             9
xor2_1             39
nor3_1             23
diode_2            17
clkbuf_16           9
ha_1              588
nand3_1             9
o21a_1             20
inv_1            3124
a21o_1             34
nand2_1          1188
nor2b_1            76
a21oi_1            58
o21ai_0            33
o21bai_1            9
o21ai_1            13
dfxtp_1            96
and2_1           1008
xnor2_1           131
a211oi_1           11
buf_4             179
clkdlybuf4s50_1   241
nor2_1            123
fa_1             2695
nand2b_1           76
sequential cells by signal, summed over array words and instances (netlist names):
name   flops
pe1.u     32
pe3.u     32
pe2.u     32
cell type report:
class | instances | area (um^2) | area share
Antenna cell | 17 | 42.5 | 0.000431
Clock buffer | 9 | 225 | 0.00228
Clock inverter | 7 | 73.8 | 0.000747
Inverter | 3124 | 11700 | 0.119
Multi-Input combinational cell | 6227 | 77000 | 0.780
Sequential cell | 96 | 1920 | 0.0195
Tap cell | 3009 | 3760 | 0.0381
Timing Repair Buffer | 467 | 3990 | 0.0404
metal layers:
| metal | vias to the layer above | routed length, um |
|---|---|---|
| met4 | 44 | 11200 |
| met3 | 532 | 28800 |
| met1 | 32191 | 89000 |
| li1 | 27223 | - |
| met5 | - | 283 |
| met2 | 2028 | 135000 |
